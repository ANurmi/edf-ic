$ cat config.mk
export PLATFORM = sky130hd
export DESIGN_NAME = edf_ic
export DESIGN_NICKNAME = edf_ic
export VERILOG_FILES = /design/flow/design.v
export SDC_FILE = /design/flow/constraint.sdc
export NUM_CORES = 4
export LEC_CHECK = 1
export CORE_UTILIZATION = 50
export SYNTH_HDL_FRONTEND = slang
$ cat constraint.sdc
current_design edf_ic

set clk_period 40.0
set clk_io_pct 0.2

create_clock -name clk0 -period $clk_period [get_ports {clk_i}]

set non_clock_inputs [all_inputs -no_clocks]
set_input_delay [expr $clk_period * $clk_io_pct] -clock clk0 $non_clock_inputs
set_output_delay [expr $clk_period * $clk_io_pct] -clock clk0 [all_outputs]
$ cat design.v
module edf_ic #(
    parameter  int unsigned NrIrqs     = 4,
    parameter  int unsigned TsWidth    = 24,
    parameter  int unsigned TsClip     = 0,
    parameter  int unsigned BaseAddr   = 0,
    localparam int unsigned OutTsWidth = TsWidth + TsClip,
    localparam int unsigned IdWidth    = $clog2(NrIrqs)
) (
    input logic clk_i,
    input logic rst_ni,
    input  logic        cfg_req_i,
    input  logic        cfg_we_i,
    input  logic [31:0] cfg_addr_i,
    input  logic [31:0] cfg_wdata_i,
    output logic [31:0] cfg_rdata_o,
    input  logic [63:0] mtime_i,
    input  logic [NrIrqs-1:0] irq_i,
    output logic [IdWidth-1:0] irq_id_o,
    input  logic [IdWidth-1:0] irq_id_i,
    output logic [OutTsWidth-1:0] irq_dl_o,
    output logic irq_valid_o,
    input  logic irq_ack_i
);
typedef struct packed {
  logic ip;
  logic ie;
  logic trig_type;
  logic trig_pol;
  logic [TsWidth-2:0] dl;  
  logic [TsWidth-1:0] ts;
} line_t;
line_t [NrIrqs-1:0] lines_d, lines_q;
logic [IdWidth-1:0] local_addr;
assign local_addr = cfg_addr_i[(IdWidth+2)-1:2];
logic [TsWidth-1:0] irq_dl_arb;
logic read_event, write_event;
assign read_event  = cfg_req_i & ~cfg_we_i;
assign write_event = cfg_req_i &  cfg_we_i;
logic [NrIrqs-1:0]              trig_type;
logic [NrIrqs-1:0]              trig_polarity;
logic [NrIrqs-1:0]              valid;
logic [NrIrqs-1:0]              ip;
logic [NrIrqs-1:0]              gated;
logic [NrIrqs-1:0][TsWidth-1:0] ts;
for (genvar i=0;i<NrIrqs;i++) begin
  assign ip[i]            = lines_q[i].ip;
  assign valid[i]         = lines_q[i].ie & lines_q[i].ip;
  assign ts[i]            = lines_q[i].ts - mtime_i[(TsWidth-1)+TsClip:TsClip];  
  assign trig_type[i]     = lines_q[i].trig_type;
  assign trig_polarity[i] = lines_q[i].trig_pol;
end
always_ff @(posedge clk_i or negedge rst_ni) begin
  if (~rst_ni) begin
    lines_q <= '0;
  end else begin
    lines_q <= lines_d;
  end
end
always_comb begin : main_comb
  lines_d = lines_q;
  cfg_rdata_o = 32'h0;
  if (write_event) begin
    lines_d[local_addr].dl = cfg_wdata_i[(TsWidth+8-1)-1:8];
    lines_d[local_addr].trig_pol  = cfg_wdata_i[3];
    lines_d[local_addr].trig_type = cfg_wdata_i[2];
    lines_d[local_addr].ip = cfg_wdata_i[1];
    lines_d[local_addr].ie = cfg_wdata_i[0];
  end
  else if (read_event) begin
    cfg_rdata_o = {
      1'b0,
      lines_q[local_addr].dl,
      4'b0,
      lines_q[local_addr].trig_pol,
      lines_q[local_addr].trig_type,
      lines_q[local_addr].ip,
      lines_q[local_addr].ie
      };
  end
  if (|gated) begin
    for(int i=0; i<NrIrqs; i++) begin
      if(gated[i]) begin
        lines_d[i].ip = 1'b1;
        lines_d[i].ts = {1'b0, lines_q[i].dl} + mtime_i[(TsWidth-1)+TsClip:TsClip];
      end
    end
  end
  if (irq_ack_i) begin
    lines_d[irq_id_i].ip = 1'b0;
  end
end : main_comb
irq_arbiter #(
  .NrInputs (NrIrqs),
  .PrioWidth(TsWidth)
) i_arb (
  .valid_i (valid),
  .valid_o (irq_valid_o),
  .prio_i  (ts),
  .prio_o  (irq_dl_arb),
  .idx_o   (irq_id_o)
);
irq_gateway #(
  .NrInputs (NrIrqs)
) i_gw (
  .clk_i,
  .rst_ni,
  .trig_polarity_i (trig_polarity),
  .trig_type_i     (trig_type),
  .ip_i            (ip),
  .irqs_i          (irq_i),
  .irqs_o          (gated)
);
if (TsClip == 0) begin
  assign irq_dl_o = irq_dl_arb;
end else begin
  assign irq_dl_o = {irq_dl_arb, (TsClip'(0))};
end
endmodule : edf_ic
module irq_arbiter #(
  parameter  int unsigned NrInputs  = 32,
  parameter  int unsigned PrioWidth = 8,
  localparam int unsigned IdxWidth  = $clog2(NrInputs)
)(
  input  logic [NrInputs-1:0]                valid_i,
  output logic                               valid_o,
  input  logic [NrInputs-1:0][PrioWidth-1:0] prio_i,
  output logic               [PrioWidth-1:0] prio_o,
  output logic                [IdxWidth-1:0] idx_o
);
localparam int unsigned NrNodes = NrInputs-1;
typedef struct packed {
  logic [PrioWidth-1:0] prio;
  logic  [IdxWidth-1:0] idx;
  logic                 valid;
} node_t;
typedef enum logic {SEL_A, SEL_B} sel_e;
node_t [NrNodes-1:0] nodes;
assign valid_o = nodes[NrNodes-1].valid;
assign idx_o   = nodes[NrNodes-1].idx;
assign prio_o  = nodes[NrNodes-1].prio;
for (genvar i=0; i<IdxWidth; i++) begin : g_levels
 if (i == IdxWidth-1) begin : g_input
    for (genvar k=0; k<NrInputs/2; k++) begin : g_result
      localparam int unsigned IdxA = 2*k;
      localparam int unsigned IdxB = 2*k+1;
      sel_e sel;
      assign sel = arbitrate( valid_i[IdxA], valid_i[IdxB],
                    prio_i[IdxA], prio_i[IdxB]);
      assign nodes[k].prio  = (sel == SEL_A) ? prio_i[IdxA]    : prio_i[IdxB];
      assign nodes[k].valid = (sel == SEL_A) ? valid_i[IdxA]   : valid_i[IdxB];
      assign nodes[k].idx   = (sel == SEL_A) ? IdxWidth'(IdxA) : IdxWidth'(IdxB);
    end : g_result
  end : g_input
  else begin : g_sort_nodes
    localparam int unsigned LayerBaseIdx  = NrInputs-(2**(i+2));
    localparam int unsigned OutputBaseIdx = NrInputs-(2**(i+1));
    localparam int unsigned LayerSizeOut  = 2**i;
    for (genvar k=0; k<LayerSizeOut; k++) begin : g_result
      localparam int unsigned IdxA = LayerBaseIdx  + 2*k;
      localparam int unsigned IdxB = LayerBaseIdx  + 2*k+1;
      localparam int unsigned IdxO = OutputBaseIdx + k;
      sel_e sel;
      assign sel = arbitrate( nodes[IdxA].valid, nodes[IdxB].valid,
                    nodes[IdxA].prio, nodes[IdxB].prio);
      assign nodes[IdxO] = (sel == SEL_A) ? nodes[IdxA] : nodes[IdxB];
    end : g_result
  end : g_sort_nodes
end : g_levels
function sel_e arbitrate(
  logic valid_a, 
  logic valid_b, 
  logic [PrioWidth-1:0] prio_a, 
  logic [PrioWidth-1:0] prio_b 
);
  sel_e sel;
  sel = SEL_A;
  if(valid_b) begin
    if (~valid_a) sel = SEL_B;
    else if ($signed(prio_a) > $signed(prio_b)) sel = SEL_B;
  end
  return sel;
endfunction
endmodule : irq_arbiter
module irq_gateway #(
  parameter int unsigned NrInputs = 32
)(
  input  logic                clk_i,
  input  logic                rst_ni,
  input  logic [NrInputs-1:0] trig_type_i,
  input  logic [NrInputs-1:0] trig_polarity_i,
  input  logic [NrInputs-1:0] irqs_i,
  input  logic [NrInputs-1:0] ip_i,
  output logic [NrInputs-1:0] irqs_o
);
logic [NrInputs-1:0] irqs_d, irqs_q;
assign irqs_d = irqs_i;
always @(posedge clk_i) begin
  if (~rst_ni) begin
    irqs_q <= '0;
  end else begin
    irqs_q <= irqs_d;
  end
end
for (genvar i=0; i<NrInputs; i++) begin : g_lines
  always_comb begin : output_assign
    irqs_o[i] = 1'b0;
    unique case ({trig_polarity_i[i], trig_type_i[i]})
      2'b00: begin  
        irqs_o[i] = irqs_i[i] & ~irqs_q[i];
      end
      2'b01: begin  
        irqs_o[i] = irqs_i[i] & irqs_q[i] & ~ip_i[i];
      end
      2'b10: begin  
        irqs_o[i] = ~irqs_i[i] & irqs_q[i];
      end
      2'b11: begin  
        irqs_o[i] = ~irqs_i[i] & ~irqs_q[i] & ~ip_i[i];
      end
      default:;
    endcase
  end : output_assign
end : g_lines
endmodule : irq_gateway
$ cat run.sh
#!/bin/bash
# OpenROAD 26Q1-2900-gdf79404cd8, Yosys 0.63+post, stock flow scripts
make -C /OpenROAD-flow-scripts/flow DESIGN_CONFIG=/design/flow/config.mk WORK_HOME=/design/flow/orfs finish
==> job_summary.md <==
## Synthesis and layout report

| Metric | Value |
|---|---|
| WS Path Type | `in2out` |
| Yosys cell count | `2,222` |
| Die area | `40,500 um^2` |
| Xor/xnor share | `6.92%` |
| And+or+nand+nor area frac | `14.5%` |
| Gpl congestion | `0.937` |
| DRT Wirelength | `58.6 mm` |
| Setup violations, final | `0` |
| Longest Clk Path Bufs | `3` |
| Startpoint types | `primary input` |
| Die Wd | `201 um` |
| # Max-Cap Violations | `0` |
| Port Buffer Count | `117` |
| Crit end category | `primary output` |
| Sequential share of the synthesized area | `26.1%` |
| Clock Pin Slew Worst Setup and Hold Paths | `0.05 ns` |
| Fin crit period | `26.51 ns` |
| Initial antenna violation count | `0` |
| Critical path's most frequent cell | `ha_1` |
| Crit path from | `mtime_i[1]` |
| Period utilisation layout | `66.3%` |
| FP Rows | `72` |
| Final core utilization | `57.7%` |
| Slew Limit Fails | `0` |
| Post-synth EDFFs | `0` |
| ANT cells | `0` |
| FMAX | `37.7 MHz` |
| Slew @ Worst Pin | `0.760 ns` |
| CTS Buf Count | `25` |
| Detailed-route vias per instance | `6.01` |
| Layout cells sized above 1 | `10.1%` |
| FFs w/ async S/R, synth | `98.1%` |
| PD cells | `90.4 nW/um^2` |
| Worst Hold Class | `reg2reg` |
| Overall Global Routing Usage | `30.2%` |
| GR Overflow Total | `0` |
| CTS hold repair buffers | `0` |
| R2R cell count | `14` |
| Worst Slack Setup Final | `13.49 ns` |
| Synth Area in Compound Gates | `21.8%` |
| Clock latency at the later pin of the worst-skew pair | `0.54 ns` |
| I/O pins | `198` |
| Remaining DRCs | `0` |
| RSZ-0062 raised after global routing | `no` |
| Core box area | `38,900 um^2` |
| CTS root buf | `clkbuf_16` |
| Dominant comb cell | `AND-OR/OR-AND gates` |
| Ys flop type | `dfrtp_1` |
| Status | `finished, final reports clean` |
| Area grow syn2layout | `13.2%` |
| Die Height | `201 um` |
| Adder Area Share | `16.7%` |
| Critical path peak fanout | `22` |
| Slew headroom | `49.4%` |
| Max VDD drop | `44.0 uV` |
| Pre-Place Util | `51.0%` |
| Via count of the first global-routing pass | `16,158` |
| Synthesis-stage register bit count | `208` |
| Vias | `17,169` |
| Post-CTS Setup Repair Bufs | `0` |
| Synth mux share | `10.3%` |
| DP Worst Slack | `13.61 ns` |
| TritonCTS clock tree | `yes` |
| YS chip area | `19,800 um^2` |
| DR iter-0 viols | `1,039` |
| Synth warn | `0` |
| Synthesized area | `19,800 um^2` |
| Crit path DRT | `32.00 ns` |
| Delay-heaviest family, CP | `AND-OR/OR-AND gates` |
| Avg Cell Area, Syn | `8.93 um^2` |
| # resized after CTS | `0` |
| Clk sinks | `208` |
| First-pass GRT wire length | `91.5 mm` |
| Reg2Reg Setup Slack | `35.82 ns` |
| Placed cell count | `2,810` |
| Crit-path slowest cell | `nor4_1` |
| Worst path buffer plus inverter count | `6` |
| Setup TNS | `0 ns` |
| Layout Cells excl Fill | `2,855` |
| Hold path depth | `2` |
| CP arrival | `18.51 ns` |
| Wire per inst | `20.5 um` |
| Post-Synthesis Cells | `2,222` |
| First-pass iteration count of the detailed router | `6` |
| Tool warnings | `100` |
| DP HPWL | `46.5 mm` |
| Synth cell types | `88` |
| Final Hold Fails | `0` |
| Slowest cell delay on critical path | `0.69 ns` |
| Largest net degree at the start of global routing | `90` |
| P_leak | `0.0102 uW` |
| Final Skew | `0.0108 ns` |
| ANT nets after route | `0` |
| H-tree levels | `1` |
==> power by group <==
part	leakage (uW)	internal, uW	switching, uW
registers	0.00250	283	72.7
clock network	0.000440	154	91.8
logic	0.00722	635	795
total	0.0102	1070	960
==> through the flow <==
stage               cell area [um^2]  total power, uW  hold WS (ns)
finish                         22500             2030         0.490
global route                   22500             2230         0.512
CTS                            22500             2030         0.493
detailed placement             21600             1770         0.480
global placement               21600             1760         0.468
floorplan                      19900             1320         0.447
==> area by class of cell <==
type,instances,area (um^2)
clock buffers,35,743
flip-flops and latches,208,5180
multi-input cells,1841,14000
well taps,518,648
inverters,102,383
repair buffers,141,1350
fillers,3391,16400
clock inverters,10,155
==> worst reg2reg max path: stages, from the launching register on <==
cell	delay, ns
dfrtp_1	0.36
ha_1	0.24
inv_1	0.07
fa_1	0.41
nor2b_1	0.21
o21ai_0	0.14
a21boi_0	0.40
o21ai_0	0.28
a211oi_1	0.51
nor2_1	0.10
a31oi_1	0.44
a221oi_1	0.23
a21oi_1	0.25
xor2_1	0.14
mux2_2	0.28
==> kinds of logic (layout without fill, tap and decap cells) <==
logic type	Yosys count	count (layout)
flip-flops	208	208
adder cells (fa/ha/maj)	261	261
AND-OR/OR-AND	672	672
other	1	5
multiplexers	156	156
XOR/XNOR	155	155
AND/OR/NAND/NOR	592	592
buffers and inverters	177	288
==> cells in the final DEF, fill, tap and decap left out, types with 17 or more instances in the layout <==
cell type / synthesis / routed
o21a_1: 31 / 31
dfrtp_1: 204 / 204
nand4_1: 29 / 29
a21o_1: 67 / 67
xnor2_1: 85 / 85
mux2_2: 111 / 111
nor2_1: 116 / 116
ha_1: 251 / 251
nor3_1: 35 / 34
nand2_1: 204 / 204
o21ai_0: 196 / 192
nand3_1: 37 / 37
mux2i_1: 17 / 17
a21oi_1: 146 / 146
nand2b_1: 32 / 32
xor2_1: 68 / 68
buf_4: 6 / 24
clkbuf_16: 0 / 25
a31oi_1: 23 / 23
inv_1: 102 / 102
clkdlybuf4s50_1: 0 / 114
mux4_2: 27 / 27
nor2b_1: 51 / 51
a211oi_1: 43 / 43
==> how the worst max path moves through the flow <==
| stage | depth (start not counted) | to | slack, ns |
|---|---|---|---|
| 5_1_grt | 39 | irq_dl_o[1] | 12.94 |
| 4_1_cts | 37 | irq_dl_o[21] | 13.60 |
| 6_report | 37 | irq_dl_o[21] | 13.49 |
==> routing by layer <==
layer,GRT usage [%],vias to the layer above,wire [um]
li1,-,8438,-
met1,50.5,8195,29600
met2,41.6,483,23400
met3,6.85,53,4550
met4,4.46,0,1020
met5,0,-,0
==> synthesized netlist by cell type, types with 6 or more instances <==
cell type / count / area share (%)
nor4_1: 8 / 0.25
clkbuf_1: 53 / 1.0
and3_1: 14 / 0.44
a21oi_1: 146 / 3.7
a21o_1: 67 / 2.5
a221oi_1: 7 / 0.31
a41oi_1: 6 / 0.26
inv_1: 102 / 1.9
a311oi_1: 8 / 0.35
buf_2: 8 / 0.20
nor3_1: 35 / 0.88
a31oi_1: 23 / 0.72
o221ai_1: 6 / 0.26
or2_2: 8 / 0.25
o211a_1: 8 / 0.40
a211oi_1: 43 / 1.6
mux4_2: 27 / 3.1
nor2_1: 116 / 2.2
xor2_1: 68 / 3.0
o21bai_1: 15 / 0.57
a21boi_0: 9 / 0.34
nor2b_1: 51 / 1.6
ha_1: 251 / 16
or3_1: 14 / 0.44
o21ai_1: 7 / 0.18
nor3b_1: 6 / 0.23
o21ai_0: 196 / 4.9
nand4_1: 29 / 0.91
or4_1: 7 / 0.26
a211o_1: 13 / 0.57
nand2b_1: 32 / 1.0
buf_4: 6 / 0.23
fa_1: 8 / 0.81
and2_1: 16 / 0.50
o31ai_1: 16 / 0.61
mux2i_1: 17 / 0.86
xnor2_1: 85 / 3.8
nand3_1: 37 / 0.93
o21a_1: 31 / 1.2
o211ai_1: 13 / 0.49
dfrtp_1: 204 / 26
mux2_2: 111 / 6.3
nand2_1: 204 / 3.9
Power is estimated from default activity; no workload was simulated.
